==> design.v <==
module add_serial(a, b, clk, rst, en, out);
  input   [7:0] a, b;
  input   clk, rst, en;
  output  [7:0] out;
  wire  [7:0] a, b;
  wire  clk, rst, en;
  reg   [7:0] out;
  reg   [7:0] a_reg, b_reg;
  reg   carry;
  wire  sum;
  reg   [2:0] count;
  parameter [1:0] IDLE  = 2'd0;
  parameter [1:0] ADD   = 2'd1;
  parameter [1:0] DONE  = 2'd2;
  reg [1:0] state;
  always @(posedge clk or posedge rst) begin
    if (rst) state <= IDLE;
    else
      case (state)
        IDLE: state <= (en) ? ADD : IDLE;
        ADD:  state <= (count == 7) ? DONE : ADD;
        DONE: state <= (en) ? IDLE : DONE;
      endcase
  end
  always @(posedge clk or posedge rst) begin
    if (rst) begin
      out <= 0;
      a_reg <= 0;
      b_reg <= 0;
      carry <= 0;
      count <= 0;
    end else begin
      case(state)
        IDLE: begin
          if (en) begin
            out <= 0;
            a_reg <= a;
            b_reg <= b;
            carry <= 0;
            count <= 0;
          end
        end
        ADD: begin
          a_reg <= a_reg >> 1;
          b_reg <= b_reg >> 1;
          carry <= (a_reg[0]&b_reg[0]) | (a_reg[0]&carry) | (b_reg[0]&carry);
          out <= {sum, out[7:1]};
          count <= count + 1;
        end
      endcase
    end
  end
  assign sum = a_reg[0] ^ b_reg[0] ^ carry;
endmodule
==> run.sh <==
#!/bin/bash
# OpenROAD 26Q1-2900-gdf79404cd8, Yosys 0.63+post, stock flow scripts
make -C /OpenROAD-flow-scripts/flow DESIGN_CONFIG=/design/flow/config.mk WORK_HOME=/design/flow/orfs finish
==> config.mk <==
export PLATFORM = sky130hd
export DESIGN_NAME = add_serial
export DESIGN_NICKNAME = add_serial
export VERILOG_FILES = /design/flow/design.v
export SDC_FILE = /design/flow/constraint.sdc
export NUM_CORES = 4
export LEC_CHECK = 1
export CORE_UTILIZATION = 30
==> constraint.sdc <==
current_design add_serial

set clk_period 5.1
set clk_io_pct 0.2

create_clock -name clk0 -period $clk_period [get_ports {clk}]

set non_clock_inputs [all_inputs -no_clocks]
set_input_delay [expr $clk_period * $clk_io_pct] -clock clk0 $non_clock_inputs
set_output_delay [expr $clk_period * $clk_io_pct] -clock clk0 [all_outputs]
==> flow_summary.toml <==
# synthesis and place-and-route metrics
[run_status]
status = "finished, final reports clean"

[place]
placed_area_mm2 = 0.001720
gp_congestion = 0.7712
numPortBuffers = 26
place_hpwl_um = 1907

[critical_path]
start_kind = "input pin"
path_buffers = 2
cp_top_family = "buffers and inverters"
crit_path_end_kind = "flip-flop"
crit_start = "en"
critPathRequiredTime_ps = 5220
critical_path_class = "input pin to flip-flop"
critPathArrivalTime_ps = 2930
worst-path-max-fanout = 13
path_cells = "clkdlybuf4s50_1, nand2b_1, and2_1, buf_4, a221oi_2"
critical-path-slowest-cell = "clkdlybuf4s50_1"
reg2reg_slack_ps = 3030
critPathMaxStageDelay_ps = 620

[synth]
numSynthFlops = 31
ys_chip_area_mm2 = 0.001423
edf_count = 0
yosysTopAreaCell = "dfrtp_1"
netlist_instances = 123
synth_area_mm2 = 0.001423
ys_seq_share_pct = 54.62
async_flop_share_pct = 100.0
synth_top_area_share_pct = 52.77
avgSynthCellArea_um2 = 11.57
ff_type = "dfrtp_1"
top_cells_by_area = "dfrtp_1 (53%), a221oi_2 (9.5%), a22o_1 (6.8%)"
ys.warnings.count = 1
ys_cells = 123
synth_cell_types = 25

[routing]
post-route-drc-count = 0
drt-total-wl_um = 2946
vias_per_cell = 5.158
drtAntennaViolNets = 0
n_antenna_cell = 0
wire_per_inst_um = 14.51
num_vias = 1047
first_iter_violations = 135
dr.pass1.iters = 6

[die]
dieArea_mm2 = 0.005021
num_rows = 24
die_h_um = 70.86
initCoreUtil_pct = 32.01
core_area_mm2 = 0.004444
io_pins = 27
fp.dieW_um = 70.86

[cells_and_area]
area_delta_synth_final_pct = 29.20
logic_area_um2 = 539.3
drive_above_1_share_pct = 14.57
fin_area_mm2 = 0.001838
seq_area_um2 = 777.0
fillers = 415

[grt]
antenna_found_initial = 0
grt_max_degree = 32
grt-ovfl-total = 0
grt_pass1_vias = 1093
grt_pass1_wl_um = 5064
grt_usage_pct = 12.82

[power_and_ir_drop]
clock_power_share_pct = 22.4
p_seq_share_pct = 40.1
p_comb_share_pct = 37.5
power_per_cell_area_mw_per_mm2 = 598.3
power_switching_mw = 0.3642
p_leak_nw = 0.7945
p_sw_share_pct = 33.12
internal_power_mw = 0.7354
ir_drop_mv = 0.1666

[timing]
period_minus_slack_ps = 2807
worstMarginPinSlew_ps = 712.9
relSlewSlack_pct = 51.46
fin_setup_tns_ps = 0
rsz0062_at_grt = "false"
slew_violations = 0
min_period_over_period_pct = 55.05
setup_violations = 0
clock_skew_ps = 5.095
finalHoldViolations = 0
fmax_mhz = 356.2

[clocking]
numCtsBuffers = 5
tritoncts = "built"
clock_sinks = 31
worst_setup_hold_path_clk_slew_ps = 60
worstSkewPairLatency_ps = 280
htree_levels = 2
root_buffer = "clkbuf_8"
cts_hold_buf = 0
cts_post_setup_buffers_inserted = 0
clk_path_buf_depth = 2
cts-resized-gates = 0

[flow_run]
max_cap_violations = 0
warnings = 25

[min_path]
hold_path.class = "flip-flop to flip-flop"
worstHoldStart = "count[0]"
==> path summary, 6_finish.rpt <==
path / cells after the start / to
setup / recovery: 5 / a_reg[1]
min in group asynchronous: 3 / out[2]
max in group asynchronous: 3 / async pin
hold reg to reg: 1 / count[0]
hold / removal: 1 / count[0]
setup reg to reg: 4 / b_reg[5]
==> area by class of cell <==
type	count	share of cell area [%]
clock buffers	6	4.493
clock inverters	2	1.906
inverters	17	3.472
multi-input cells	67	29.34
flip-flops and latches	31	42.27
well taps	52	3.540
repair buffers	28	14.98
==> cells by family after synthesis <==
| group | Yosys count | synth area share [%] |
|---|---|---|
| AOI/OAI and AO/OA | 39 | 25.51 |
| adders and majority gates | 3 | 3.166 |
| buffers and inverters | 25 | 7.476 |
| DFF | 31 | 54.62 |
| muxes | 1 | 1.583 |
| and+or+nand+nor | 24 | 7.652 |
==> worst reg2reg max path, delay by kind of cell (launching register included) <==
family	cells	cell delay, ps
flops	1	700
simple gates	2	700
compound gates	1	300
buf+inv	1	270
==> synthesized netlist by cell type, types with 2 or more instances <==
cell type,n
nor2_1,6
o21ai_1,3
o21ai_0,3
nor3_1,7
a221oi_1,4
nand3_1,2
inv_1,16
o2bb2ai_1,2
ha_1,2
buf_2,4
nand2_1,6
clkbuf_1,3
a22o_1,11
a221oi_2,9
o22ai_1,6
dfrtp_1,30
==> layer usage <==
metal / track usage [%] / up-vias / wire length, um
met3: 3.179 / 4 / 67
met1: 20.04 / 518 / 1448
li1: - / 505 / -
met4: 2.444 / 0 / 39
met5: 0 / - / 0
met2: 19.02 / 20 / 1391
==> per-stage QoR <==
stage	total power, mW	setup WS, ps	cells	utilization (%)	hold WS (ps)
global route	1.181	2129	203	41.36	525.4
floorplan	0.7297	3174	123	-	442.4
detailed placement	0.8555	2006	195	38.71	476.2
global placement	0.8427	2057	195	38.71	470.5
CTS	1.113	2323	203	41.36	490.2
finish	1.100	2293	203	41.36	484.4
==> power by group through the flow <==
stage | Sequential (mW) | Clock (mW) | Combinational, mW
4_1_cts | 0.442 | 0.253 | 0.418
6_report | 0.441 | 0.246 | 0.413
5_1_grt | 0.457 | 0.261 | 0.463
==> cell usage in the layout (no fill, tap or decap) <==
master / n
and2_1: 1
o22ai_1: 6
dfstp_2: 1
mux2i_4: 1
nor2_1: 6
clkbuf_8: 6
dfrtp_1: 30
o2bb2ai_1: 2
o21ai_0: 3
bufinv_16: 1
a22o_1: 11
nand2_1: 6
nand2b_1: 1
nand3_1: 2
clkinv_2: 1
inv_2: 1
o21ai_1: 3
inv_1: 16
o221a_1: 1
a221oi_1: 4
fa_1: 1
a221oi_2: 9
clkdlybuf4s50_1: 26
or3_1: 1
ha_1: 2
nor3_1: 7
buf_4: 2
Power is estimated from default activity; no workload was simulated.
